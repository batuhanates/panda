==> design.v <==
package panda_pkg;
  typedef enum logic [3:0] {
    ALU_ADD,
    ALU_SUB,
    ALU_AND,
    ALU_OR,
    ALU_XOR,
    ALU_SLL,
    ALU_SRL,
    ALU_SRA,
    ALU_EQ,
    ALU_NE,
    ALU_LT,
    ALU_LTU,
    ALU_GE,
    ALU_GEU
  } alu_operator_e;
  typedef enum logic [6:0] {
    OPCODE_LOAD     = 7'b0000011,
    OPCODE_MISC_MEM = 7'b0001111,
    OPCODE_OP_IMM   = 7'b0010011,
    OPCODE_AUIPC    = 7'b0010111,
    OPCODE_STORE    = 7'b0100011,
    OPCODE_OP       = 7'b0110011,
    OPCODE_LUI      = 7'b0110111,
    OPCODE_BRANCH   = 7'b1100011,
    OPCODE_JALR     = 7'b1100111,
    OPCODE_JAL      = 7'b1101111,
    OPCODE_SYSTEM   = 7'b1110011
  } opcode_e;
endpackage
module panda_register_file #(
  parameter int unsigned Width = 32,
  parameter int unsigned Depth = 32
) (
  input  logic                     clk_i,
  input  logic                     rst_ni,
  input  logic [$clog2(Depth)-1:0] rs1_addr_i,
  output logic [        Width-1:0] rs1_data_o,
  input  logic [$clog2(Depth)-1:0] rs2_addr_i,
  output logic [        Width-1:0] rs2_data_o,
  input  logic [$clog2(Depth)-1:0] rd_addr_i,
  input  logic [        Width-1:0] rd_data_i,
  input  logic                     rd_we_i
);
  logic [Depth-1:0][Width-1:0] registers;
  logic [Depth-1:1][Width-1:0] registers_tmp;
  logic [Depth-1:0]            we;
  assign registers[0]         = '0;
  assign registers[Depth-1:1] = registers_tmp;
  assign rs1_data_o = registers[rs1_addr_i];
  assign rs2_data_o = registers[rs2_addr_i];
  assign we = ({{Depth-1{1'b0}}, 1'b1} << rd_addr_i) & {Depth{rd_we_i}};
  always_ff @(posedge clk_i or negedge rst_ni) begin
    if (~rst_ni) begin
      registers_tmp <= '0;
    end else begin
      for (int i = 1; i < Depth; i++) begin
        if (we[i]) begin
          registers_tmp[i] <= rd_data_i;
        end
      end
    end
  end
endmodule
==> run.sh <==
#!/bin/bash
# OpenROAD 26Q1-2900-gdf79404cd8, Yosys 0.63+post, stock flow scripts
make -C /OpenROAD-flow-scripts/flow DESIGN_CONFIG=/design/flow/config.mk WORK_HOME=/design/flow/orfs finish
==> config.mk <==
export PLATFORM = sky130hd
export DESIGN_NAME = panda_register_file
export DESIGN_NICKNAME = panda_register_file
export VERILOG_FILES = /design/flow/design.v
export SDC_FILE = /design/flow/constraint.sdc
export NUM_CORES = 4
export LEC_CHECK = 1
export CORE_UTILIZATION = 30
export SYNTH_HDL_FRONTEND = slang
==> constraint.sdc <==
current_design panda_register_file

set clk_period 7.9
set clk_io_pct 0.2

create_clock -name clk0 -period $clk_period [get_ports {clk_i}]

set non_clock_inputs [all_inputs -no_clocks]
set_input_delay [expr $clk_period * $clk_io_pct] -clock clk0 $non_clock_inputs
set_output_delay [expr $clk_period * $clk_io_pct] -clock clk0 [all_outputs]
==> job_summary.md <==
### Flow metrics

| Metric | Value |
|---|---|
| Buffer and inverter count on the worst path | 4 |
| Synth area leader | dfrtp_1 |
| MI comb area | 26,800 µm² |
| Worst setup EP type | output port |
| Die area | about 180,000 µm² |
| Worst-path clk slew | ~0.060 ns |
| Layout cell share with drive strength beyond 1 | 48.5% |
| Commonest flop | dfrtp_1 |
| Worst path cell trace | buf_8 -> buf_12 -> buf_4 -> mux2i_1 -> o22ai_1 -> a211oi_1 -> o31ai_1 -> clkdlybuf4s50_1 |
| Crit path DRT | about 6.3 ns |
| Switching share of power | 26.9% |
| Ports | approximately 110 |
| Power per cell area | roughly 250 nW/µm² |
| Max reg flops | 992 |
| Chip Area, Yosys | 53,200 µm² |
| Post_cts resized | 0 |
| Max-cap viol count | 0 |
| Tool warnings | 31 |
| Aoi share | ~6.3% |
| Core area | 176,000 µm² |
| Port Buffers | roughly 110 |
| Max H-tree Level | 3 |
| Hold buffer count at CTS | 0 |
| CTS tree | built |
| DR vias | approximately 33,000 |
| DRT iter0 DRCs | 1,909 |
| Yosys stat cell total | between 3,000 and 4,000 |
| Placed Area | approximately 57,000 µm² |
| Final setup fails | 0 |
| Peak Freq | between 150 and 200 MHz |
| Initial antenna violation count | 6 |
| Min-Delay Path Class | reg -> reg |
| Top cells, area | dfrtp_1 47%, mux2_2 22%, mux4_2 16% |
| Distinct cells, synth | 30 |
| Worst path depth | 8 |
| First-pass GRT wire length | about 250,000 µm |
| CTS Sinks | slightly below 1,000 |
| Flop pwr share | between 40% and 50% |
| Final Power | approximately 15 mW |
| Register Area | approximately 25,000 µm² |
| Status | complete, no violations |
| Top non-seq family | multiplexers |
| Die height | 423 µm |
| GRT Overall Usage | 19.6% |
| DR WL/cell | around 28 µm |
| Least-Margin Pin Slew | between 0.8 and 0.9 ns |
| Synth top area share | 46.7% |
| LEAKAGE | 25.7 nW |
| Worst setup path class | in -> out |
| Crit path time final | 6.61 ns |
| Seq/Total Area, Yosys | about 47% |
| Comb power frac | roughly a fifth |
| Syn Inst Count | 3,597 |
| Filler instances | about 17,000 |
| Final Max Slew Viols | 0 |
| Post-route antenna net violation count | 0 |
| Vias in the first global route | 35,600 |
| DR pass1 iterations | 5 |
| Dominant logic cell type in the layout | mux2_2 |
| Setup TNS | 0 ns |
| Root buffer cell | clkbuf_16 |
| P_int | around 11 mW |
| Post-route insts no fill | between 5,000 and 6,000 |
| Top Layout Cells | 1,017 x mux2_2, 992 x dfrtp_1, 384 x mux4_2, 194 x mux2i_1, 191 x a22o_1 |
| EDFF count, synth | 0 |
| Postcts setup bufs | 0 |
| Arr. time, crit path | slightly above 5 ns |
| Synth warn | 0 |
| Hold WS | 0.505 ns |
| RSZ-0062 raised after global routing | no |
| Late-Pin Clk Latency | 0.72 ns |
| XOR-XNOR Cells, Area Fraction | 0% |
| Area fraction in mux cells | 42.2% |
| Core Util at FP | between 30% and 40% |
| Worst IR Drop VDD | between 0.00015 and 0.0002 V |
| Ys async rst share | 100% |
| Synth Register Bits | 992 |
| FP Rows | 154 |
| CTS Buf Count | roughly 110 |
| Adders+Majority by Area | 0% |
| Net Switching | just over 4 mW |
| Reg2reg path depth | 1 |
| Slowest CP cell | clkdlybuf4s50_1 |
| Tcrit/Tclk final | 83.7% |
| # DRC | 0 |
| Clock power frac | around 35% |
| Placer Congestion | about 0.85 |
| Maximum number of pins on one net before global-route repair | ~130 |
| Area delta synth->final | 13.8% |
| Max incr delay on CP | a little under 0.6 ns |
| Placed insts | 5,788 |
| Max Buffers Root-to-Sink | 3 |
| HPWL after DPL | approximately 100,000 µm |
| Critical path fanouts, max | between 50 and 60 |
| CP Launch Type | input pin |
| Cell area after layout | roughly 61,000 µm² |
| Rel. slew slack | between 30% and 40% |
| Post-Synth Simple-Gate Area | around 1.4% |
| Mean Syn Cell Area | between 10 and 15 µm² |
| R2r setup slk | between 7 and 8 ns |
| Cell family with most CP delay | buffers and inverters |
| Vias per cell | around 5.6 |
| Grt total ovfl | 0 |
| Total wire length | ~170,000 µm |
| Synthesized area | roughly 53,000 µm² |
| Clock Skew | 0 ns |
| Final hold vios | 0 |
| Hold path cells | 1 |
| Die X-Extent | ~420 µm |
## final timing paths
check | end | startpoint
min in group asynchronous | registers[899] | rst_ni
max reg2reg | registers[198] | registers[198]
min | registers[117] | registers[117]
max in group asynchronous | registers[73] | rst_ni
min reg2reg | registers[117] | registers[117]
max | rs1_data_o[4] | rs1_addr_i[0]
## layout make-up
class	count	share of cell area, %
well taps	2340	4.84
flip-flops and latches	992	41.0
repair buffers	247	3.85
multi-input cells	2207	44.2
inverters	2	0.0124
diodes	1	0.00413
clock inverters	32	0.542
clock buffers	169	5.51
## stage by stage
step	utilization [%]	setup WS, ns
3_3_place_gp	32.3	1.32
6_report	34.4	1.29
2_1_floorplan	-	3.28
3_5_place_dp	32.3	1.39
4_1_cts	34.4	1.38
5_1_grt	34.4	1.14
## power groups by stage
stage	combinational [mW]	clock, mW	sequential [mW]
4_1_cts	3.17	5.31	6.73
6_report	3.13	5.20	6.74
5_1_grt	3.37	5.50	6.89
## synthesized netlist by cell type, types with 12 or more instances
master,n
o31ai_1,64
buf_1,56
o22ai_1,64
buf_4,38
nand2_1,19
a22o_1,191
mux2_1,38
dfrtp_1,992
and2_1,66
mux2i_1,194
nor2_1,15
a211oi_1,64
o21ai_1,64
buf_2,85
clkbuf_1,205
buf_6,12
mux2_2,1017
mux4_2,384
## kinds of logic (layout without fill, tap and decap cells)
family          count (synthesis)  after routing
simple gates                  127            127
other cells                     0              1
buf+inv                       398            450
compound gates                447            447
mux                          1633           1633
flops                         992            992
## metal layers
| metal | GRT usage [%] | vias up | part of all wire, % |
|---|---|---|---|
| met5 | 0.0538 | - | 0 |
| met4 | 5.22 | 0 | 3.2 |
| met3 | 7.94 | 328 | 9.4 |
| met2 | 31.2 | 1298 | 49 |
| met1 | 25.3 | 17900 | 39 |
| li1 | - | 13900 | - |
Power figures rest on the tool's default switching activity, not on a simulated workload.
