==> flow/design.v <==
package panda_pkg;
  typedef enum logic [3:0] {
    ALU_ADD,
    ALU_SUB,
    ALU_AND,
    ALU_OR,
    ALU_XOR,
    ALU_SLL,
    ALU_SRL,
    ALU_SRA,
    ALU_EQ,
    ALU_NE,
    ALU_LT,
    ALU_LTU,
    ALU_GE,
    ALU_GEU
  } alu_operator_e;
  typedef enum logic [6:0] {
    OPCODE_LOAD     = 7'b0000011,
    OPCODE_MISC_MEM = 7'b0001111,
    OPCODE_OP_IMM   = 7'b0010011,
    OPCODE_AUIPC    = 7'b0010111,
    OPCODE_STORE    = 7'b0100011,
    OPCODE_OP       = 7'b0110011,
    OPCODE_LUI      = 7'b0110111,
    OPCODE_BRANCH   = 7'b1100011,
    OPCODE_JALR     = 7'b1100111,
    OPCODE_JAL      = 7'b1101111,
    OPCODE_SYSTEM   = 7'b1110011
  } opcode_e;
endpackage
module panda_ram #(
  parameter int unsigned DataWidth  = 32,
  parameter int unsigned Depth      = 32,
  parameter bit          OutputReg  = 1'b1,
  parameter bit          WriteFirst = 1'b0,
  parameter              InitFile   = ""
) (
  input  logic                     clk_i,
  input  logic                     ce_i,
  input  logic [  DataWidth/8-1:0] we_i,
  input  logic [$clog2(Depth)-1:0] addr_i,
  input  logic [    DataWidth-1:0] data_i,
  output logic [    DataWidth-1:0] data_o
);
  logic [DataWidth-1:0] mem[Depth];
  logic [DataWidth-1:0] mem_rdata;
  logic [DataWidth-1:0] mem_wdata;
  assign mem_rdata = mem[addr_i];
  if (OutputReg) begin
    always_ff @(posedge clk_i) begin
      if (ce_i) begin
        data_o <= WriteFirst ? mem_wdata : mem_rdata;
      end
    end
  end else begin
    assign data_o = WriteFirst ? mem_wdata : mem_rdata;
  end
  for (genvar i = 0; i < DataWidth/8; i++) begin
    assign mem_wdata[i*8+:8] = we_i[i] ? data_i[i*8+:8] : mem_rdata[i*8+:8];
  end
  always_ff @(posedge clk_i) begin
    if (ce_i) begin
      mem[addr_i] <= mem_wdata;
    end
  end
  if (InitFile != "") begin
    initial begin
      $display("Initializing RAM from %s", InitFile);
      $readmemh(InitFile, mem);
    end
  end
endmodule
==> flow/run.sh <==
#!/bin/bash
# OpenROAD 26Q1-2900-gdf79404cd8, Yosys 0.63+post, stock flow scripts
make -C /OpenROAD-flow-scripts/flow DESIGN_CONFIG=/design/flow/config.mk WORK_HOME=/design/flow/orfs finish
==> flow/config.mk <==
export PLATFORM = sky130hd
export DESIGN_NAME = panda_ram
export DESIGN_NICKNAME = panda_ram
export VERILOG_FILES = /design/flow/design.v
export SDC_FILE = /design/flow/constraint.sdc
export NUM_CORES = 4
export LEC_CHECK = 1
export CORE_UTILIZATION = 50
export SYNTH_HDL_FRONTEND = slang
==> flow/constraint.sdc <==
current_design panda_ram

set clk_period 7.5
set clk_io_pct 0.2

create_clock -name clk0 -period $clk_period [get_ports {clk_i}]

set non_clock_inputs [all_inputs -no_clocks]
set_input_delay [expr $clk_period * $clk_io_pct] -clock clk0 $non_clock_inputs
set_output_delay [expr $clk_period * $clk_io_pct] -clock clk0 [all_outputs]
==> summary.txt <==
Implementation summary

The switching fraction of total power is 20.7%. The final timing report lists a hold violation count of 0. The top-level I/O count is 75. The number of clock sinks is 1056. The power density over cell area is 269 nW/um2. The initial antenna violation count is 0. The clock network accounts for 40.9% of the total power. The first global-routing pass estimated 147000 um of wire. The report puts the cell count of the worst reg-to-reg path at 5. The count of buffers added on input and output ports is 74. The number of vias after detailed routing is 20900. Setup slack on the critical path of the routed design comes to 2620 ps.

The number of maximum-capacitance violations recorded for the run is 0. The iteration-0 DRC count of the detailed router is 1289. Setup repair after global routing left no endpoint under its margin. STA lists the maximum fanout along the critical path as 24. Counting flops with an async set or reset pin after synthesis yields a share of 0%.

The length of the first detailed-routing pass in iterations is 5. The transition time at the pin with the least slew margin is 961 ps. In the global route stage, overall resource usage came out at 28.2%. The number of hold buffers added after CTS was 0. Synthesis instantiated 23 different standard cells from the library. The floorplan row count is 104. Ranked by total cell area, the synthesized netlist is headed by sky130_fd_sc_hd__edfxtp_1 78%, sky130_fd_sc_hd__mux2i_1 13%, sky130_fd_sc_hd__o22ai_1 3.5%. Across the routed clock network, the largest skew measured is 14.9 ps. The timing-limited maximum frequency is 0.205 GHz.

The worst setup slack for register-to-register paths is 5020 ps. The remaining max-slew budget at the tightest pin is 35.8%. The synthesis report names the predominant flop master as sky130_fd_sc_hd__edfxtp_1. In this run the power spent charging and discharging nets is 2.59 mW. The simple-gate share of the synthesized area is 2.48%. The power report puts the leakage power at 16.0 nW.

Per the post-synthesis report, the number of cells in the design is 2179. The critical path class is in -> reg. Data on the critical path arrives at its endpoint at 5360 ps. The flow reports that combinational logic draws 5.6% of the design power.

Of the combinational cells, the family taking the most area is multiplexers. The hold-critical path endpoint is data_o[19]$_DFFE_PP_. Per the repair_timing log after CTS, setup buffers inserted total 0. For reference, compound AND-OR and OR-AND cells occupy 4.91% of the area reported after synthesis.

In this run, the synthesized area fraction spent on xor and xnor cells is recorded as 0%. The register bit count reported by yosys is 1056. STA classifies the critical path startpoint as a primary input. For this sky-water flow run, the detailed-routed wirelength per cell is reported as 29.1 um.

The number of enable-type register cells in the synthesized netlist is 1056. The die is 287 um tall. After its last routability iteration, the placer logged a weighted congestion of 0.830.

The post-synthesis to final-layout area growth is 15.2%. The core region is 80300 um2. After synthesis, the chip area reported by Yosys is 40500 um2. The largest net degree at the start of global routing is 95. The library cell with the largest summed area after synthesis is sky130_fd_sc_hd__edfxtp_1. The sort of element at the end of the critical path is a register. The highest supply drop recorded on VDD is 0.000176 V. The beginning of the worst register-to-register path is mem[30][21]$_DFFE_PP_. The clock slew at the register clock pins of the worst setup and hold paths is 60 ps. The clock tree from TritonCTS is done. No sink is reached through more buffers than the 3 on the longest clock path.

The combined area of all synthesized cells is 40500 um2. The routed design could run at a clock period as short as 4880 ps. Adding up every negative setup slack in the final design gives 0 ps. The fraction of layout cells with a size suffix above 1 is 15.5%. The tally of nets with antenna violations remaining after routing is 0.

For the worst min-delay path, the startpoint reported by OpenROAD is mem[0][19]$_DFFE_PP_. The final layout contains routed wiring with a total length of 101000 um. Counting the warning lines in the Yosys log gives 0. After synthesis, the largest area contributor takes up 78.3% of total cell area. The share of the yosys chip area belonging to registers is 78.3%.

Multiplexer cells account for 12.7% of the synthesized area. The via count normalized by instance count is 6.00. The required time of the critical path is 7980 ps.

The cell-internal power is 9.94 mW. The H-tree level count is 3. In this run the worst hold path is classified as reg -> reg.

The number of clock buffers added by TritonCTS is 105. The detailed placement HPWL is 53100 um. Gates resized during post-CTS repair numbered 0. The script parses the final routing iteration and logs DRC violations as 0.

The root buffer cell is sky130_fd_sc_hd__clkbuf_16. The number of global-route vias before repair was 22100. The run finished with clean final reports. The pre-CTS setup check shows a worst slack of 2020 ps. Cells fill 58.1% of the core in the end.

Counting pins that exceed their max-slew limit in the final report gives 0. The total congestion overflow after global routing is 0. Per report_power, the sequential group accounts for 53.5% of the total. Across all stage logs, warnings added up to 26. The number of cells reported by Yosys stat comes to 2179. According to the floorplan report, the total die area is 82200 um2.

Hold analysis shows the worst path with a depth of 4. The antenna cell count is 0. The share of the clock period used by the worst path is 65.1%. The area fraction in full adders, half adders and majority gates is 0%. The post-synthesis area per instance is 18.6 um2. The width of the die is 287 um.

Per the timing report, the most critical flop-to-flop path finishes at mem[22][21]$_DFFE_PP_. From the final report, the count of setup violators was given as 0. The core utilization at floorplan is 50.5%. The insertion delay of the later-clocked pin in the worst-skew pair is 660 ps.
[power by group through the flow]
stage	Clock (mW)	Sequential, mW	Combinational [mW]
after CTS	5.20	6.70	0.704
after global routing	5.44	6.70	0.756
final	5.13	6.70	0.702
[worst max-delay path by stage]
stage,to,slack [ps],from,cells after the start
final,mem[17][3]$_DFFE_PP_,2620,addr_i[4],8
after global routing,mem[17][3]$_DFFE_PP_,2410,addr_i[4],8
after CTS,mem[16][3]$_DFFE_PP_,2700,addr_i[4],8
[critical path: stages]
cell	delay (ps)
sky130_fd_sc_hd__clkdlybuf4s50_1	1050
sky130_fd_sc_hd__nand4b_1	800
sky130_fd_sc_hd__buf_4	520
sky130_fd_sc_hd__buf_4	270
sky130_fd_sc_hd__o22ai_1	180
sky130_fd_sc_hd__nor4_1	120
sky130_fd_sc_hd__a31oi_2	560
sky130_fd_sc_hd__buf_4	320
[cell families (layout without fill, tap and decap cells)]
kind of cell | Yosys count | count (layout)
DFF | 1056 | 1056
and+or+nand+nor | 189 | 189
buffers and inverters | 134 | 383
AOI/OAI and AO/OA | 288 | 288
muxes | 512 | 512
[sequential cells by signal, summed over array words and instances, names as in the netlist]
| signal | count |
|---|---|
| data_o | 32 |
| mem | 1024 |
[cell usage after synthesis, drive strengths merged, types with 6 or more instances]
cell type and count:
mux2i 512, nor4 64, buf 92, o22ai 256, nand2 34, clkbuf 38, nor2 61, a31oi 32
nand4bb 6, edfxtp 1056
[routing by layer]
metal,up-vias,global-route usage [%],share of wire (%)
met4,2,5.74,2.6
li1,9225,-,-
met5,-,0.349,0.037
met3,176,19.8,16
met1,10300,37.5,33
met2,1268,41.1,48
[final cells by class]
type / count / area [um2]
Tap cell: 1060 / 1330
Timing Repair Buffer: 185 / 1620
Sequential cell: 1056 / 31700
Inverter: 4 / 15.0
Multi-Input combinational cell: 989 / 8590
Clock buffer: 128 / 2800
Clock inverter: 66 / 604
Fill cell: 5657 / 33600
[placed cells by master (no fill, tap or decap), drive strengths merged, types with 2 or more instances in the layout]
master	netlist	routed
or3b	3	3
nand2	34	34
nand3b	4	4
or4b	4	4
nand3	2	2
clkdlybuf4s50	0	72
nand4bb	6	6
clkinvlp	0	5
o22ai	256	256
nor2	61	61
nor4	64	64
edfxtp	1056	1056
a31oi	32	32
nor3	4	4
bufinv	0	11
clkinv	0	47
nand4b	4	4
inv	4	7
buf	92	113
clkbuf	38	128
mux2i	512	512
[metrics by stage]
step	power [mW]	instances	hold slack (ps)	instance area (um2)
5_1_grt	12.9	3488	808	46700
6_report	12.5	3488	770	46700
3_3_place_gp	7.51	3294	740	43300
2_1_floorplan	7.21	2179	668	40500
4_1_cts	12.6	3488	772	46700
3_5_place_dp	7.52	3294	746	43300
No activity file was given, so power comes from the tool's default toggle rates.
