==> /design/flow/constraint.sdc <==
current_design panda_alu

set clk_period 29.0
set clk_io_pct 0.2

create_clock -name clk0 -period $clk_period

set non_clock_inputs [all_inputs -no_clocks]
set_input_delay [expr $clk_period * $clk_io_pct] -clock clk0 $non_clock_inputs
set_output_delay [expr $clk_period * $clk_io_pct] -clock clk0 [all_outputs]
==> /design/flow/run.sh <==
#!/bin/bash
# OpenROAD 26Q1-2900-gdf79404cd8, Yosys 0.63+post, stock flow scripts
make -C /OpenROAD-flow-scripts/flow DESIGN_CONFIG=/design/flow/config.mk WORK_HOME=/design/flow/orfs finish
==> /design/flow/config.mk <==
export PLATFORM = sky130hd
export DESIGN_NAME = panda_alu
export DESIGN_NICKNAME = panda_alu
export VERILOG_FILES = /design/flow/design.v
export SDC_FILE = /design/flow/constraint.sdc
export NUM_CORES = 4
export LEC_CHECK = 1
export CORE_UTILIZATION = 50
export SYNTH_HDL_FRONTEND = slang
==> /design/flow/design.v <==
package panda_pkg;
  typedef enum logic [3:0] {
    ALU_ADD,
    ALU_SUB,
    ALU_AND,
    ALU_OR,
    ALU_XOR,
    ALU_SLL,
    ALU_SRL,
    ALU_SRA,
    ALU_EQ,
    ALU_NE,
    ALU_LT,
    ALU_LTU,
    ALU_GE,
    ALU_GEU
  } alu_operator_e;
  typedef enum logic [6:0] {
    OPCODE_LOAD     = 7'b0000011,
    OPCODE_MISC_MEM = 7'b0001111,
    OPCODE_OP_IMM   = 7'b0010011,
    OPCODE_AUIPC    = 7'b0010111,
    OPCODE_STORE    = 7'b0100011,
    OPCODE_OP       = 7'b0110011,
    OPCODE_LUI      = 7'b0110111,
    OPCODE_BRANCH   = 7'b1100011,
    OPCODE_JALR     = 7'b1100111,
    OPCODE_JAL      = 7'b1101111,
    OPCODE_SYSTEM   = 7'b1110011
  } opcode_e;
endpackage
module panda_adder #(
  parameter int unsigned Width = 32
) (
  input  logic [Width-1:0] operand_a_i,
  input  logic [Width-1:0] operand_b_i,
  input  logic             subtract_i,
  output logic [Width-1:0] result_o
);
  logic [Width:0] operand_a_ext;
  logic [Width:0] operand_b_ext;
  logic [Width:0] result_ext;
  assign operand_a_ext = {operand_a_i, 1'b1};
  assign operand_b_ext = {operand_b_i ^ {Width{subtract_i}}, subtract_i};
  assign result_ext    = $unsigned(operand_a_ext) + $unsigned(operand_b_ext);
  assign result_o      = result_ext[Width:1];
endmodule
module panda_alu #(
  parameter int unsigned Width = 32
) (
  input  panda_pkg::alu_operator_e operator_i,
  input  logic [Width-1:0]         operand_a_i,
  input  logic [Width-1:0]         operand_b_i,
  output logic [Width-1:0]         result_o
);
  import panda_pkg::*;
  logic             adder_sub;
  logic [Width-1:0] adder_result;
  always_comb begin
    adder_sub = 1'b0;
    unique case (operator_i)
      ALU_SUB,
      ALU_EQ,
      ALU_NE,
      ALU_LT,
      ALU_LTU,
      ALU_GE,
      ALU_GEU : adder_sub = 1'b1;
      default : ;
    endcase
  end
  panda_adder #(
    .Width(Width)
  ) i_adder (
    .operand_a_i(operand_a_i ),
    .operand_b_i(operand_b_i ),
    .subtract_i (adder_sub   ),
    .result_o   (adder_result)
  );
  logic cmp_signed;
  logic is_equal;
  logic is_less;
  logic cmp_result;
  always_comb begin
    cmp_signed = 1'b0;
    unique case (operator_i)
      ALU_LT,
      ALU_GE  : cmp_signed = 1'b1;
      default : ;
    endcase
  end
  panda_comparator_sub #(
    .Width(Width)
  ) i_comparator (
    .sub_result_i(adder_result        ),
    .msb_a_i     (operand_a_i[Width-1]),
    .msb_b_i     (operand_b_i[Width-1]),
    .sign_i      (cmp_signed          ),
    .is_equal_o  (is_equal            ),
    .is_less_o   (is_less             )
  );
  always_comb begin
    cmp_result = is_equal;
    unique case (operator_i)
      ALU_EQ  : cmp_result = is_equal;
      ALU_NE  : cmp_result = ~is_equal;
      ALU_LT,
      ALU_LTU : cmp_result = is_less;
      ALU_GE,
      ALU_GEU : cmp_result = ~is_less;
      default : ;
    endcase
  end
  logic                     shift_left;
  logic                     shift_arithmetic;
  logic [$clog2(Width)-1:0] shift_amount;
  logic [        Width-1:0] shift_result;
  assign shift_left       = operator_i == ALU_SLL;
  assign shift_arithmetic = operator_i == ALU_SRA;
  assign shift_amount     = operand_b_i[$clog2(Width)-1:0];
  panda_shifter #(
    .Width(Width)
  ) i_shifter (
    .left_i      (shift_left      ),
    .arithmetic_i(shift_arithmetic),
    .operand_i   (operand_a_i     ),
    .amount_i    (shift_amount    ),
    .result_o    (shift_result    )
  );
  always_comb begin : proc_result_mux
    result_o = '0;
    unique case (operator_i)
      ALU_ADD,
      ALU_SUB : result_o = adder_result;
      ALU_AND : result_o = operand_a_i & operand_b_i;
      ALU_OR  : result_o = operand_a_i | operand_b_i;
      ALU_XOR : result_o = operand_a_i ^ operand_b_i;
      ALU_SLL,
      ALU_SRL,
      ALU_SRA : result_o = shift_result;
      ALU_EQ,
      ALU_NE,
      ALU_LT,
      ALU_LTU,
      ALU_GE,
      ALU_GEU : result_o = {{Width-1{1'b0}}, cmp_result};
      default : ;
    endcase
  end : proc_result_mux
endmodule
module panda_comparator_sub #(
  parameter int unsigned Width = 32
) (
  input  logic [Width-1:0] sub_result_i,  
  input  logic             msb_a_i,       
  input  logic             msb_b_i,       
  input  logic             sign_i,        
  output logic             is_equal_o,    
  output logic             is_less_o      
);
  assign is_equal_o = sub_result_i == {Width{1'b0}};
  always_comb begin
    if (msb_a_i ^ msb_b_i) begin
      is_less_o = msb_b_i ^ sign_i;
    end else begin
      is_less_o = sub_result_i[Width-1];
    end
  end
endmodule
module panda_shifter #(
  parameter int unsigned Width       = 32,
  parameter int unsigned AmountWidth = $clog2(Width)
) (
  input  logic                   left_i,
  input  logic                   arithmetic_i,
  input  logic [      Width-1:0] operand_i,
  input  logic [AmountWidth-1:0] amount_i,
  output logic [      Width-1:0] result_o
);
  logic [Width-1:0] operand_rev;
  logic [  Width:0] operand_ext;
  logic [  Width:0] result_ext;
  logic [Width-1:0] result_rev;
  for (genvar i = 0; i < Width; i++) begin
    assign operand_rev[i] = operand_i[Width-1-i];
  end
  assign operand_ext[Width-1:0] = left_i ? operand_rev : operand_i;
  assign operand_ext[Width] = arithmetic_i & operand_ext[Width-1];
  assign result_ext         = $signed(operand_ext) >>> amount_i;
  for (genvar i = 0; i < Width; i++) begin
    assign result_rev[i] = result_ext[Width-1-i];
  end
  assign result_o = left_i ? result_rev : result_ext[Width-1:0];
endmodule
==> summary.txt <==
Purpose: to document the outcome of synthesis and place and route.

Critical path
The critical path maximum fanout is 20. The capturing element type of the critical path is a primary output. The kind of start point of the critical path is a primary input. The required time at the endpoint of the critical path is 23.20 ns.

The data arrival time reported for the critical path is 11.45 ns. The critical path is of the in -> out type.

Min path
The type recorded for the worst min-delay path is in -> out. The path with the worst hold slack has its endpoint at result_o[0]. Looking at hold timing, the worst path starts from operator_i[3]. The number of cells on the worst hold path is 4.

Final timing
The worst path meets setup with 11.75 ns of slack. The transition time recorded at the tightest slew-check pin is 0.804 ns. The setup TNS is 0 ns. Counting pins that exceed their max-slew limit in the final report gives 0. The number of setup violations in the final report is 0.

The final hold violation count is 0. The final critical-path required period is 17.25 ns. Setup repair after global routing left no endpoint under its margin. The maximum clock frequency is 58.0 MHz. After layout, the worst path uses 59.5% of the clock period.

Across all checked pins, the minimum headroom to the slew limit is 46.1%.

Synth
The cell count after synthesis is 959. Sequential cells were found to cover 0% of the synthesized design area. The synthesis log from Yosys contains 0 warnings.

The mean instance size in the synthesized netlist is 7.09 sq um. In the synthesis report, Yosys lists the chip area as 6800 sq um. The distinct cell type count after synthesis is 78. The number of cells reported by Yosys stat comes to 959. The cell area after technology mapping is 6800 sq um.

Die
In this run the standard cell core region covers 13200 sq um. The y dimension of the die is 119 um. The chip occupies 14100 sq um. The overall die width is 119 um. For this configuration, the core starts out at a cell density of 51.3%. After floorplanning, the core was divided into 42 placement rows.

The I/O pin count is 100.

Routing
The number of antenna diodes in the final layout is 0. The wire length per cell after detailed routing is 22.3 um. The via density per instance is 6.61. The count of nets left with antenna violations once routing finished came out at 0.

The total number of vias is 7824. The script parses the final routing iteration and logs DRC violations as 0. The pre-antenna-repair detailed-routing pass consisted of 5 iterations.

In this run, the number of DRC markers left after iteration 0 of detailed routing was 871. After detailed routing, the total wire length is 26500 um.

Global routing
The number of antenna violations at the first check in global routing is 0. In the global route stage, overall resource usage came out at 38.4%. The residual overflow from global routing is 0. The first-pass GRT wire length is 40900 um.

The number of global-route vias before repair is 7131. Entering global routing, the biggest net connects 58 pins.

Final layout
The area taken by flip-flops and latches is 0 sq um. Counting the clock-network buffers in the layout gives 0. In the layout the commonest cells are 100 x sky130_fd_sc_hd__clkdlybuf4s50_1, 97 x sky130_fd_sc_hd__nand2_1, 97 x sky130_fd_sc_hd__ha_1, 80 x sky130_fd_sc_hd__a21oi_1, 71 x sky130_fd_sc_hd__inv_1. Compared with the post-synthesis result, the final layout area differs by 15.8%. Leaving out fill and tap cells, the most frequent cell in the layout is sky130_fd_sc_hd__clkdlybuf4s50_1. After the flow finishes, the layout carries non-filler instances totaling 1184. The share of layout cells above drive strength 1 is 6.05%.

The sequential cell count of the final layout is 0.

Placed design
STA on the placed design reports a worst setup slack of 11.85 ns. According to the dpl log, the detail-placed design has an HPWL of 21500 um. The number of placed instances, taps included is 1184.

The count of buffers added on input and output ports is 100. At the end of routability-driven placement, the weighted congestion stood at 1.10.

Power and ir drop
Power spread over the standard cell area amounts to 26.0 nW/um^2. The leakage power in the latest report is 3.36 nW. After layout, the design draws a total of 204 uW. The worst-case IR drop observed on VDD is 0.0144 mV.

Flow run
The count of maximum capacitance violations is 0. The tally of OpenROAD warnings is 67.

Clock tree
Once the clock tree was built, the setup fixing pass inserted 0 buffers. The number of gates resized after CTS was 0. The hold-fix buffer count after cts is 0.

Outcome
The flow ran to the end, and the final reports show no timing, DRC or antenna violations.
synth_stat cells (all sizes together) (10+ instances only):
| cell | count | area share [%] |
|---|---|---|
| a21o | 11 | 1.2 |
| ha | 97 | 18 |
| nand4 | 11 | 1.0 |
| a211oi | 26 | 2.9 |
| o221ai | 11 | 1.5 |
| nand3 | 17 | 1.3 |
| a21oi | 80 | 5.9 |
| mux4 | 20 | 6.6 |
| mux2i | 58 | 8.5 |
| a22oi | 15 | 1.7 |
| nor2 | 70 | 3.9 |
| nor3 | 10 | 0.74 |
| a221o | 11 | 1.6 |
| buf | 20 | 1.5 |
| xnor2 | 50 | 6.4 |
| clkbuf | 47 | 2.6 |
| a221oi | 24 | 3.1 |
| and3 | 19 | 1.7 |
| o211ai | 10 | 1.2 |
| inv | 72 | 4.0 |
| o21ai | 59 | 4.4 |
| nand2 | 97 | 5.4 |
how the worst max path moves through the flow:
stage,depth (start not counted),slack (ns),endpoint,startpoint
global route,17,11.33,result_o[0],operator_i[2]
finish,17,11.75,result_o[0],operator_i[2]
CTS,17,11.83,result_o[0],operator_i[2]
per-layer routing:
layer / vias up / GRT usage [%] / part of all wire, %
met3: 62 / 5.46 / 9.3
met2: 415 / 58.5 / 43
met5: - / 0 / 0
li1: 3673 / - / -
met4: 0 / 15.1 / 5.0
met1: 3674 / 55.1 / 43
per-stage QoR:
step                      util [%]  instance area [sq um]  hold slack (ns)
after floorplan                  -                   6800            11.79
after global placement        59.4                   7870            12.70
after detailed placement      59.4                   7870            12.70
after CTS                     59.4                   7870            12.71
after global routing          59.4                   7870            12.79
final                         59.4                   7870            12.73
power breakdown:
part	switching (mW)	total, mW	internal, mW	leakage, nW
Combinational	0.119	0.204	0.0851	3.36
Clock	0	0	0	0
Sequential	0	0	0	0
Total	0.119	0.204	0.0851	3.36
logic make-up (layout without fill, tap and decap cells):
family | count (synthesis) | after routing | synth area share [%]
buffers and inverters | 140 | 189 | 8.21
multiplexers | 80 | 80 | 15.5
AND-OR/OR-AND | 304 | 304 | 30.8
XOR/XNOR | 58 | 58 | 7.48
adder cells (fa/ha/maj) | 97 | 97 | 17.9
AND/OR/NAND/NOR | 280 | 280 | 20.1
area by class of cell:
| cell class | instances | area [sq um] |
|---|---|---|
| Tap cell | 176 | 220 |
| Timing Repair Buffer | 116 | 1120 |
| Fill cell | 1233 | 5370 |
| Multi-Input combinational cell | 819 | 6250 |
| Inverter | 73 | 274 |
critical path, cell delays in order:
cell	delay, ns
sky130_fd_sc_hd__clkdlybuf4s50_1	0.72
sky130_fd_sc_hd__a21boi_2	0.22
sky130_fd_sc_hd__nor2_4	0.54
sky130_fd_sc_hd__buf_4	0.43
sky130_fd_sc_hd__xnor2_1	0.17
sky130_fd_sc_hd__ha_1	0.32
sky130_fd_sc_hd__a21oi_1	0.27
sky130_fd_sc_hd__o21ai_0	0.25
sky130_fd_sc_hd__a21oi_1	0.39
sky130_fd_sc_hd__a31oi_1	0.19
sky130_fd_sc_hd__and4b_1	0.30
sky130_fd_sc_hd__nand4_1	0.15
sky130_fd_sc_hd__nor4_1	0.40
sky130_fd_sc_hd__nand4_1	0.27
sky130_fd_sc_hd__o21a_1	0.25
sky130_fd_sc_hd__o31ai_1	0.25
sky130_fd_sc_hd__clkdlybuf4s50_1	0.50
No activity file was given, so power comes from the tool's default toggle rates.
